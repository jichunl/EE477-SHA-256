===== flow/run.sh =====
#!/bin/bash
# OpenROAD 26Q1-2900-gdf79404cd8, Yosys 0.63+post, stock flow scripts
make -C /OpenROAD-flow-scripts/flow DESIGN_CONFIG=/design/flow/config.mk WORK_HOME=/design/flow/orfs finish

===== flow/config.mk =====
export PLATFORM = sky130hd
export DESIGN_NAME = SHA256_compression
export DESIGN_NICKNAME = SHA256_compression
export VERILOG_FILES = /design/flow/design.v
export SDC_FILE = /design/flow/constraint.sdc
export NUM_CORES = 4
export LEC_CHECK = 1
export CORE_AREA = 10 10 298 298
export DIE_AREA = 0 0 308 308

===== flow/constraint.sdc =====
current_design SHA256_compression

set clk_period 27.0
set clk_io_pct 0.2

create_clock -name clk0 -period $clk_period

set non_clock_inputs [all_inputs -no_clocks]
set_input_delay [expr $clk_period * $clk_io_pct] -clock clk0 $non_clock_inputs
set_output_delay [expr $clk_period * $clk_io_pct] -clock clk0 [all_outputs]

===== flow/design.v =====
module SHA256_compression
	(input  	[255:0] message_i
	,input 		[31:0]	Kt_i
	,input		[31:0]  Wt_i
	,output      	[255:0]	digest_o 	
	);
	reg [31:0] A,B,C,D,E,F,G,H;
	assign A = message_i[31:0];
	assign B = message_i[63:32];
	assign C = message_i[95:64];
	assign D = message_i[127:96];
	assign E = message_i[159:128];
	assign F = message_i[191:160];
	assign G = message_i[223:192];
	assign H = message_i[255:224];
	reg [31:0] sum_wt_kt, sum_wt_kt_ch_H, sum_wt_kt_ch_H_s1, sum_wt_kt_ch_H_s1_D,
		   sum_wt_kt_ch_H_s1_maj, sum_wt_kt_ch_H_s1_maj_s0;
	reg [31:0] ch_o, sigma_0_o, maj_o, sigma_1_o;
	ch choose     (.E_i(E), .F_i(F), .G_i(G), .ch_o(ch_o));
	maj majority  (.A_i(A), .B_i(B), .C_i(C), .maj_o(maj_o));
	sigma_0 sigma0(.A_i(A), .sigma_0_o(sigma_0_o));
	sigma_1 sigma1(.E_i(E), .sigma_1_o(sigma_1_o));
	assign sum_wt_kt = Wt_i + Kt_i;
	assign sum_wt_kt_ch_H = sum_wt_kt + H + ch_o;
	assign sum_wt_kt_ch_H_s1 = sum_wt_kt_ch_H + sigma_1_o;
	assign sum_wt_kt_ch_H_s1_D = sum_wt_kt_ch_H_s1 + D;
	assign sum_wt_kt_ch_H_s1_maj = sum_wt_kt_ch_H_s1 + maj_o;
	assign sum_wt_kt_ch_H_s1_maj_s0 = sum_wt_kt_ch_H_s1_maj + sigma_0_o;
	assign digest_o = {G, F, E, sum_wt_kt_ch_H_s1_D, C, B, A, sum_wt_kt_ch_H_s1_maj_s0};
endmodule
module ch
	(input 	reg [31:0] E_i
	,input 	reg [31:0] F_i
	,input 	reg [31:0] G_i
	,output reg [31:0] ch_o
	);
	assign ch_o = (E_i & F_i) ^ (~E_i & G_i);
endmodule
module maj
	(input 	reg [31:0] A_i
	,input 	reg [31:0] B_i
	,input 	reg [31:0] C_i
	,output reg [31:0] maj_o
	);
	assign maj_o = (A_i & B_i) ^ (A_i & C_i) ^ (B_i & C_i);
endmodule
module sigma_0
	(input 	reg [31:0] A_i
	,output reg [31:0] sigma_0_o
	);
	reg [31:0] A_2, A_13, A_22;
	assign A_2 	= {A_i[1:0],  A_i[31:2]};
	assign A_13 	= {A_i[12:0], A_i[31:13]};
	assign A_22 	= {A_i[21:0], A_i[31:22]};
	assign sigma_0_o = (A_2) ^ (A_13) ^ (A_22);
endmodule
module sigma_1
	(input	reg [31:0] E_i
	,output	reg [31:0] sigma_1_o
	);
	reg [31:0] E_6, E_11, E_25;
	assign E_6  = {E_i[5:0],  E_i[31:6]};
	assign E_11 = {E_i[10:0], E_i[31:11]};
	assign E_25 = {E_i[24:0], E_i[31:25]}; 
	assign sigma_1_o = (E_6) ^ (E_11) ^ (E_25);
endmodule

==> impl_metrics.py <==
# Physical implementation metrics
metrics = {
    "sta": {
        "drv_slew": 0,
        "fin_tns_setup_ns": 0,
        "max_clock_freq_mhz": 52.4,
        "worst_slew_pin_slew_ns": 0.865,
        "setup_viol": 0,
        "hold_viol": 0,
        "relSlewSlack": 0.417,
        "finalCritPeriodShare": 0.707,
        "rsz0062_at_grt": "false",
        "timing.final.crit_period_ns": 19.10,
    },
    "global_route": {
        "grt_first_pass_wirelength_mm": 87.3,
        "grt_pass1_vias": 11500,
        "grt-ovfl-total": 0,
        "track_usage": 0.135,
        "antenna_found_initial": 15,
        "grt_max_degree": 12,
    },
    "cells_and_area": {
        "sequential_cell_total": 0,
        "layout_top_cells": "clkdlybuf4s50_1, inv_1, xnor2_1",
        "layout_top_cell": "clkdlybuf4s50_1",
        "drive_gt1_frac": 0.0232,
        "syn2layout_area_growth_pct": 50.6,
        "nClkBuffers": 0,
        "fillers": 9139,
        "seqCellArea_um2": 0,
    },
    "placed_design": {
        "hpwl_mm": 61.1,
        "place.gp.congestion": 0.913,
        "portBuffers": 576,
    },
    "yosys": {
        "synth_stat.cells": 1395,
        "yosysChipArea_um2": 11200,
        "synth.area.top_cells": "fa_1, buf_4, xnor2_1, ha_1, inv_1",
        "top_cell_area_share": 0.223,
        "syn_inst": 1395,
        "seq_area_frac_synth": 0,
        "netlist_area_um2": 11200,
        "yosysWarnings": 24,
        "synth.avg_cell_area_um2": 8.04,
        "synth_cell_types": 65,
        "synth.largest_area_cell": "fa_1",
    },
    "floorplanning": {
        "die-area_um2": 94900,
        "dieHeight_um": 308,
        "fp-row-count": 105,
        "ioPinCount": 576,
        "initCoreUtil": 0.137,
        "fp.coreArea_um2": 82100,
        "die_w_um": 308,
    },
    "worst_setup_path": {
        "critPathKind": "in2out",
        "worst_path_max_delay_cell": "clkdlybuf4s50_1",
        "crit_path_end_kind": "output pin",
        "worstPathArrival_ns": 13.70,
        "crit_fanout": 8,
        "cp-start-kind": "input pin",
        "required_ns": 21.60,
        "path_buffers": 5,
        "critical-path-max-stage-delay_ns": 0.69,
        "cp_top_family": "adder cells",
        "cpMostUsedCell": "fa_1",
    },
    "clock_network": {
        "hold_buffers": 0,
        "cts_setup_buffers": 0,
        "post_cts_resized": 0,
    },
    "job": {
        "warnings": 32,
        "drv_cap": 0,
    },
    "drt": {
        "ant_nets": 0,
        "avgViaCountPerCell": 3.71,
        "routed_wl_mm": 65.1,
        "avgRoutedWirePerCell_um": 22.9,
        "num_vias": 10500,
        "drtIter0Drc": 380,
        "drt_pre_antenna_iters": 4,
        "drc": 0,
    },
    "run_status": {
        "outcome": "finished clean",
    },
    "min_path": {
        "hold_path.class": "in2out",
    },
}
kinds of logic (layout without fill, tap and decap cells):
group / count (synthesis) / in the layout / share of synthesized area
adder cells (fa/ha/maj): 220 / 220 / 0.329
multiplexers: 35 / 35 / 0.0326
AND/OR/NAND/NOR: 169 / 169 / 0.0753
XOR/XNOR: 220 / 220 / 0.173
other: 0 / 6 / 0
AND-OR/OR-AND: 298 / 298 / 0.174
buffers and inverters: 453 / 822 / 0.216
final cells by class:
| class | instances | area, µm² | area share |
|---|---|---|---|
| multi-input combinational | 942 | 8790 | 0.521 |
| antenna | 6 | 15.0 | 0.000889 |
| tap | 1070 | 1340 | 0.0793 |
| timing repair buffer | 591 | 5880 | 0.348 |
| inverter | 231 | 867 | 0.0513 |
metal layers:
| layer | part of all wire | GRT usage | vias to the layer above | wire length [µm] |
|---|---|---|---|---|
| met1 | 0.41 | 0.163 | 4868 | 26700 |
| met3 | 0.090 | 0.0463 | 56 | 5850 |
| met5 | 0.00098 | 0 | - | 64 |
| li1 | - | - | 5137 | - |
| met4 | 0.023 | 0.0252 | 10 | 1530 |
| met2 | 0.48 | 0.232 | 478 | 31000 |
synthesized netlist by cell type, types with 3 or more instances:
| library cell | number |
|---|---|
| nand2_1 | 39 |
| a31oi_1 | 5 |
| nor4_1 | 4 |
| nand4_1 | 8 |
| and3_1 | 9 |
| a311oi_1 | 5 |
| buf_4 | 192 |
| and4_1 | 3 |
| xor2_1 | 64 |
| o31ai_1 | 5 |
| or3_1 | 3 |
| fa_1 | 125 |
| a21o_1 | 58 |
| nand3_1 | 15 |
| a311o_1 | 3 |
| nor3_1 | 10 |
| and2_1 | 3 |
| nand2b_1 | 8 |
| xnor2_1 | 155 |
| a21boi_0 | 3 |
| mux2_2 | 12 |
| a21oi_1 | 73 |
| inv_1 | 231 |
| mux2i_1 | 23 |
| o211ai_1 | 6 |
| a211oi_1 | 11 |
| clkbuf_1 | 29 |
| ha_1 | 93 |
| nor2_1 | 48 |
| nor2b_1 | 5 |
| o21ai_0 | 73 |
| o21a_1 | 13 |
| o21bai_1 | 18 |
through the flow:
stage | utilization | cell area [µm²] | hold WS, ns | worst slack (ns) | cells
finish | 0.206 | 16900 | 11.62 | 7.90 | 2840
global route | 0.206 | 16900 | 11.64 | 7.30 | 2835
CTS | 0.206 | 16900 | 11.63 | 7.80 | 2834
detailed placement | 0.206 | 16900 | 11.63 | 7.82 | 2834
global placement | 0.206 | 16900 | 11.63 | 7.88 | 2834
floorplan | - | 11200 | 10.87 | 9.69 | 1395
path summary, 6_finish.rpt:
| kind | slack (ns) | startpoint | cells past startpoint | to |
|---|---|---|---|---|
| hold / removal | 11.62 | message_i[187] | 2 | digest_o[219] |
| setup / recovery | 7.90 | message_i[129] | 30 | digest_o[31] |
