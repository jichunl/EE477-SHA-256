[./run.sh]
#!/bin/bash
# OpenROAD 26Q1-2900-gdf79404cd8, Yosys 0.63+post, stock flow scripts
make -C /OpenROAD-flow-scripts/flow DESIGN_CONFIG=/design/flow/config.mk WORK_HOME=/design/flow/orfs finish
[./config.mk]
export PLATFORM = sky130hd
export DESIGN_NAME = bsg_nonce_counter
export DESIGN_NICKNAME = bsg_nonce_counter
export VERILOG_FILES = /design/flow/design.v
export SDC_FILE = /design/flow/constraint.sdc
export NUM_CORES = 4
export LEC_CHECK = 1
export CORE_UTILIZATION = 50
[./constraint.sdc]
current_design bsg_nonce_counter

set clk_period 16.3
set clk_io_pct 0.2

create_clock -name clk0 -period $clk_period [get_ports {clk_i}]

set non_clock_inputs [all_inputs -no_clocks]
set_input_delay [expr $clk_period * $clk_io_pct] -clock clk0 $non_clock_inputs
set_output_delay [expr $clk_period * $clk_io_pct] -clock clk0 [all_outputs]
[./design.v]
module bsg_nonce_counter 
            ( input                      clk_i
            , input                      reset_i
	    , input	[31:0]		start
            , input                      en_i
            , input        [31:0] limit_i
            , output logic [31:0] counter_o
            , output                     overflowed_o
            );
wire [31:0] counter_plus_1 = counter_o + 1;
assign             overflowed_o   = ( counter_plus_1 == limit_i );
always_ff @ (posedge clk_i)
  if (reset_i)
    counter_o <= start;
  else if (en_i) begin
    if(overflowed_o )   counter_o <= start;
    else                counter_o <= counter_plus_1 ;
  end
endmodule
==> flow_summary.ini <==
; physical design summary
[grt]
grt_pass1_wl_um = 12100
grt_pass1_vias = 2439
grt-ovfl-total = 0
track_usage_pct = 25.5
antenna_found_initial = 0
grt_max_degree = 33

[timing]
finalClockSkew_ps = 11.1
drv_slew = 0
whs_ps = 706
finalClockPeriodUsage_pct = 55.0
setup_violations = 0
fin_crit_ps = 8960
fmax_mhz = 112
tightest_slew_ps = 813
finalHoldViolations = 0
rsz0062_at_grt = false
fin_ws_ps = 7340
tns_ps = 0
relSlewSlack_pct = 45.4

[power_and_ir_drop]
ir_drop_mv = 0.0367
p_leak_nw = 1.57
power_density_mw_per_mm2 = 67.1

[worst_setup_path]
start_kind = input pin
crit_path_frequent_cell = clkdlybuf4s50_1
worstPathArrival_ps = 5700
cp_data_required_time_ps = 13040
endpoint_kind = primary output
cp_max_fo = 4
crit_slowest_cell = or4_1
cp_slowest_stage_delay_ps = 600
crit_type = in2out
cp_cell_sequence = clkdlybuf4s50_1 -> xor2_1 -> nor4b_1 -> o31a_1 -> o211ai_1 -> or4_1 -> nor3_1 -> clkdlybuf4s50_1

[logic_synthesis]
synth-seq-area-share_pct = 31.3
synth_cell_types = 56
syn_area_mm2 = 0.00307
top_cells_by_area = edfxtp_1 31%, mux2_4 12%, xnor2_1 12%
synth-async-reset-ratio_pct = 0
flop_cell = edfxtp_1
ys_ff = 32
ys_cells = 298
synthCells = 298
ys_warn_count = 1
avgSynthCellArea_um2 = 10.3
yosys.area.top_type = edfxtp_1
ys_area_mm2 = 0.00307
edf_count = 32
synth_top_area_share_pct = 31.3

[clock_tree]
cts_tree = yes
ctsHoldBuffers = 0
postCtsSetupBuffers = 0
ctsResizeCount = 0
h-tree-depth = 2
clk_pin_slew_ps = 70
clockBufferDepth = 2
cts_root_buf = clkbuf_8
clkLatencyLatePin_ps = 290
cts_buffers = 5
clock_sinks = 32

[routing]
postRouteAntennaNets = 0
highest_layer = met4
first_pass_iters = 4
route.met2.wl_um = 3190
drc = 0
vias = 2611
routedWlPerCell_um = 16.0
num_antenna_cells = 0
drt_iter0_markers = 155
routed_via_density = 5.57
wl_met1_um = 3610
wl_um = 7500
dr_wl_met3_um = 609

[floorplan]
die_area_mm2 = 0.00646
io_pins = 100
die_h_um = 80.4
core_mm2 = 0.00592
initCoreUtil_pct = 51.9
die_w_um = 80.4
rows = 28

[placement]
hpwl_um = 5760
port_buffers = 99
dp_slack_ps = 7310
finalWeightedCongestion = 0.867

[run_status]
outcome = completed

[final_layout]
drive_gt1_share_pct = 11.7
top_regs = counter_o (32)
largest_reg_flops = 32
area_growth_pct = 35.8
regMostFlops = counter_o
utilization_pct = 70.4

[flow_run]
max_cap_viol_count = 0
warnings = 26

[worst_hold_path]
hold_path.class = reg2reg
## cells in the mapped netlist, types with 3 or more instances
library cell   n
edfxtp_1      32
mux2i_1        8
xor2_1        18
nand4_1       11
nor2_1        19
clkbuf_1       5
nand2b_1       5
mux2_4        25
buf_2          4
nor4_1         5
nand3_1       13
xnor2_1       42
a21o_1         3
nor3_1        10
and2_1         3
o21ai_0        4
inv_1         11
nand2_1       23
buf_6          4
a21oi_1        4
## path summary, 6_finish.rpt
kind,from,end,slack [ps],depth (start not counted)
worst min register to register,counter_o[31],counter_o[31],710,2
worst min-delay path,counter_o[31],counter_o[31],710,2
worst max register to register,counter_o[0],counter_o[2],12120,10
worst max-delay path,limit_i[17],overflowed_o,7340,8
## critical path, delay by kind of cell
| kind | cells | cell delay (ps) |
|---|---|---|
| compound gates | 2 | 250 |
| buf+inv | 2 | 930 |
| xor+xnor | 1 | 190 |
| simple gates | 3 | 1080 |
## metal layers
metal,vias to the layer above,global-route usage [%]
met5,-,0
met4,0,2.50
met3,9,6.11
met2,102,36.7
met1,1215,41.5
li1,1285,-
## placed cells by master, fill, tap and decap left out, types with 2 or more instances in the layout
| cell type | Yosys | final |
|---|---|---|
| nand3_1 | 13 | 13 |
| clkbuf_8 | 0 | 5 |
| or4_1 | 2 | 2 |
| inv_1 | 11 | 11 |
| mux2_4 | 25 | 25 |
| nor2b_1 | 2 | 2 |
| or3_1 | 2 | 2 |
| edfxtp_1 | 32 | 32 |
| nor3_1 | 10 | 10 |
| xor2_1 | 18 | 18 |
| mux2_2 | 2 | 2 |
| o22ai_1 | 2 | 2 |
| clkinv_2 | 0 | 2 |
| nand4b_1 | 2 | 2 |
| nand2b_1 | 5 | 5 |
| nor2_1 | 19 | 19 |
| nor3b_1 | 2 | 2 |
| clkdlybuf4s50_1 | 0 | 99 |
| or2_2 | 2 | 2 |
| a21oi_1 | 4 | 4 |
| nor4_1 | 5 | 5 |
| xnor2_1 | 42 | 42 |
| o21ai_0 | 4 | 4 |
| and2_1 | 3 | 3 |
| and3_1 | 2 | 2 |
| nand2_1 | 23 | 23 |
| mux2i_1 | 8 | 8 |
| nor4_4 | 2 | 2 |
| xnor3_1 | 2 | 2 |
| nand4_1 | 11 | 11 |
| buf_4 | 0 | 2 |
| o31a_1 | 2 | 2 |
| a211oi_1 | 2 | 2 |
| a21o_1 | 3 | 3 |
## report_power, final
group | total [mW] | internal [mW] | switching [mW]
registers | 0.121 | 0.103 | 0.0177
clock network | 0.0601 | 0.0290 | 0.0312
logic | 0.0987 | 0.0644 | 0.0342
total | 0.280 | 0.197 | 0.0831
## stage by stage
step / cell area [µm²] / cells / power, mW
final: 4170 / 469 / 0.280
after CTS: 4170 / 469 / 0.282
after floorplan: 3070 / 298 / 0.175
after global placement: 4090 / 461 / 0.220
after global routing: 4170 / 469 / 0.296
after detailed placement: 4090 / 461 / 0.221
## cell families after synthesis
| group | Yosys count | share of synthesized area, % |
|---|---|---|
| buffers and inverters | 24 | 4.07 |
| AOI/OAI and AO/OA | 32 | 8.48 |
| adders and majority gates | 1 | 0.407 |
| DFF | 32 | 31.3 |
| and+or+nand+nor | 111 | 20.8 |
| muxes | 35 | 15.6 |
| xor gates and xnor gates | 63 | 19.4 |
## area by class of cell
class	instances	area (µm²)
repair buffers	101	1010
fillers	491	1750
multi-input cells	242	1980
inverters	11	41.3
clock inverters	3	13.8
clock buffers	5	68.8
flip-flops and latches	32	961
well taps	75	93.8
No activity file was given, so power comes from the tool's default toggle rates.
