==> ./design.v <==
module sha_noncecounter 
            ( input                      clk_i
            , input                      reset_i
	    , input	[31:0]		start
            , input                      en_i
            , input        [31:0] limit_i
            , output logic [31:0] counter_o
            , output                     overflowed_o
            );
wire [31:0] counter_plus_1 = counter_o + 1;
assign             overflowed_o   = ( counter_plus_1 == limit_i );
always_ff @ (posedge clk_i)
  if (reset_i)
    counter_o <= start;
  else if (en_i) begin
    if(overflowed_o )   counter_o <= start;
    else                counter_o <= counter_plus_1 ;
  end
endmodule
==> ./run.sh <==
#!/bin/bash
# OpenROAD 26Q1-2900-gdf79404cd8, Yosys 0.63+post, stock flow scripts
make -C /OpenROAD-flow-scripts/flow DESIGN_CONFIG=/design/flow/config.mk WORK_HOME=/design/flow/orfs finish
==> ./config.mk <==
export PLATFORM = sky130hd
export DESIGN_NAME = sha_noncecounter
export DESIGN_NICKNAME = sha_noncecounter
export VERILOG_FILES = /design/flow/design.v
export SDC_FILE = /design/flow/constraint.sdc
export NUM_CORES = 4
export LEC_CHECK = 1
export CORE_UTILIZATION = 30
==> ./constraint.sdc <==
current_design sha_noncecounter

set clk_period 9.8
set clk_io_pct 0.2

create_clock -name clk0 -period $clk_period [get_ports {clk_i}]

set non_clock_inputs [all_inputs -no_clocks]
set_input_delay [expr $clk_period * $clk_io_pct] -clock clk0 $non_clock_inputs
set_output_delay [expr $clk_period * $clk_io_pct] -clock clk0 [all_outputs]
==> changes_impl.md <==
### Implementation results

* Top flop regs: counter_o x32
* CTS-repair resized insts at 0
* Worst-path clk slew at 0.07 ns
* Ant. Diodes at 0
* Clk latency late pin at 0.28 ns
* Vias per inst at 4.87
* Main logic family: simple AND/OR/NAND/NOR gates
* Setup crit start kind: primary input
* R2r startpoint: counter_o[7]$_DFFE_PP_
* Post-CTS setup buffer count at 0
* Net Sw Frac at 29.8%
* Post-synth EDFFs at 32
* R2r endpoint: counter_o[1]$_DFFE_PP_
* Die ar. at 0.0106 mm²
* Clock Skews at 0.00565 ns
* CP Data Arrival Time at 4.46 ns
* GRT Total Usage at 16.5%
* PortBufs at 99
* Sequential Power Share at 43.3%
* Main synth FF type: edfxtp_1
* Area leader share at 31.3%
* Most frequent cell after synthesis: xnor2_1
* Area after DPL at 0.00415 mm²
* FP Core Util at 31.1%
* Antenna Nets Post-Route at 0
* Slew @ Worst Pin at 0.836 ns
* Final-layout fill cell count at 949
* Syn_area_per_cell at 10.3 µm²
* Total CTS buffers at 5
* Largest register FFs at 32
* Distinct cell type count after synthesis at 56
* Synth flops at 32
* Final Hold Fails at 0
* Register-to-Register Path Depth at 9
* Remaining global-route overflow at 0
* Synth Warn # at 1
* Share of cells above drive strength 1 at 10.9%
* DRT iter0 DRCs at 147
* Synth Instances at 298
* Post-synth seq share at 31.3%
* Detailed Route WL at 8370 µm
* DR vias at 2563
* Rows at 36
* Total core area at 0.00986 mm²
* DIE WIDTH at 103 µm
* Setup CP Type: primary input to output port
* Post-synth ARST share at 0%
* DRC Markers at 0
* TritonCTS clock tree: built
* Most frequent cells after synthesis: 42 x xnor2_1, 32 x edfxtp_1, 25 x mux2_4, 23 x nand2_1, 19 x nor2_1
* Status: completed
* CTS Buffer Depth at 2
* Setup TNS at 0 ns
* Net load switching power at 0.000140 W
* RSZ-0062 raised after global routing: no
* R2R setup slack at 5.34 ns
* Largest Register: counter_o
* DRT Pass-1 Iters at 7
* Crit. Startpoint: limit_i[17]
* Gate power share at 35.2%
* Vias in the first global route at 2413
* Tmin final at 6.42 ns
* Pwr Density at 111 mW/mm²
* Hold WC Path Type: flop to flop
* Top cells, area: edfxtp_1 31%, mux2_4 12%, xnor2_1 12%
* Antenna violations before repair at 0
* Relative slew slack at 43.9%
* Chip height at 103 µm
* Max-cap viol count at 0
* Yosys simple share at 20.8%
* Fmax at 156 MHz
* Dominant cell type by area after synthesis: edfxtp_1
* Final setup viols at 0
* Largest net degree at the start of global routing at 33
* Adder share at 0.407%
* Utilization after layout at 42.9%
* Mapped Area at 0.00307 mm²
* Gpl congestion at 0.866
* Aoi/oai-family share of the synthesized area at 8.48%
* Yosys stat chip area at 0.00307 mm²
* Period utilization at 65.5%
* Critical Path Sink: overflowed_o
* MUX area fraction at 15.6%
* CTS Sinks at 32
* Max-slew violations at 0
* Worst-path maximum fanout at 4
* Critical Path RT at 7.84 ns
* Leakage at 1.56 nW
* Clk pwr share at 21.5%
* Clock H-tree levels at 2
* Total internal power at 0.000328 W
* Worst setup EP type: output port
* Tool warnings at 25
* Hold-fix buffers, CTS at 0
* Yosys Instances at 298
* Post-DP HPWL at 6490 µm
* Global-route wire length before repair at 12900 µm
* Peak supply drop at 46.0 µV
* Io pins at 100
* DR WL/cell at 15.9 µm
* Xor/xnor share at 19.4%
* Area delta synth->final at 37.8%
* Clock root buffer: clkbuf_8
* Post-route cell area at 0.00423 mm²
through the flow:
| step | setup WS [ns] | power (W) | std cells | hold WS [ns] |
|---|---|---|---|---|
| after global placement | 3.36 | 0.000370 | 518 | 0.713 |
| after detailed placement | 3.38 | 0.000371 | 518 | 0.714 |
| after floorplan | 4.59 | 0.000292 | 298 | 0.628 |
| after global routing | 3.21 | 0.000496 | 526 | 0.767 |
| final | 3.38 | 0.000468 | 526 | 0.736 |
| after CTS | 3.36 | 0.000473 | 526 | 0.737 |
layout by cell type (no fill, tap or decap), types with 3 or more instances in the layout:
master / instances
nor2_1: 19
nor4_1: 5
and2_1: 3
mux2_4: 25
clkdlybuf4s50_1: 99
nand4_1: 11
edfxtp_1: 32
xnor2_1: 42
a21oi_1: 4
nand3_1: 13
xor2_1: 18
inv_1: 11
nor3_1: 10
o21ai_0: 4
mux2i_1: 8
nand2b_1: 5
clkbuf_8: 5
nand2_1: 23
a21o_1: 3
critical path, cell delays in order:
cell and delay, ns:
clkdlybuf4s50_1 0.43, xor2_1 0.19, nor4b_1 0.28, o31a_1 0.16
o211ai_1 0.09, or4_1 0.60, nor3_1 0.24, clkdlybuf4s50_1 0.51
area by class of cell:
cell class / count / area [µm²] / area share, %
Clock buffer: 7 / 76.3 / 1.80
Clock inverter: 1 / 3.75 / 0.0887
Inverter: 11 / 41.3 / 0.976
Multi-Input combinational cell: 242 / 1980 / 46.9
Sequential cell: 32 / 961 / 22.7
Tap cell: 133 / 166 / 3.93
Timing Repair Buffer: 100 / 998 / 23.6
power groups by stage:
stage / combinational [W] / sequential, W / clock [W]
CTS: 0.000166 / 0.000203 / 0.000104
global route: 0.000181 / 0.000207 / 0.000109
finish: 0.000165 / 0.000203 / 0.000101
routing by layer:
layer / GRT usage, % / vias to the layer above / wire, µm
met3: 2.21 / 11 / 445
met1: 26.8 / 1187 / 4150
li1: - / 1279 / -
met4: 3.14 / 0 / 180
met5: 0 / - / 0
met2: 24.0 / 86 / 3590
how the worst min path moves through the flow:
stage | from | endpoint | slack [ns] | cells after the start
final | counter_o[31]$_DFFE_PP_ | counter_o[31]$_DFFE_PP_ | 0.74 | 2
after global routing | counter_o[31]$_DFFE_PP_ | counter_o[31]$_DFFE_PP_ | 0.77 | 2
after CTS | counter_o[31]$_DFFE_PP_ | counter_o[31]$_DFFE_PP_ | 0.74 | 2
cells by family after synthesis:
| family | after synthesis |
|---|---|
| buf+inv | 24 |
| compound gates | 32 |
| mux | 35 |
| simple gates | 111 |
| xor+xnor | 63 |
| fa+ha+maj | 1 |
| flops | 32 |
Power is estimated from default activity; no workload was simulated.
